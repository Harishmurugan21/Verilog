--- /design/flow/design.v ---
module lift_fsm (input clk,rst,input[2:0]req_floor,output reg [2:0] current_floor,output reg motor_up, motor_down,door_open,door_close);
parameter [2:0]  idle=0,move_up=1,move_down=2,open=3,close=4;
reg [2:0] state,n_s;
reg [2:0] open_timer;
always @ (posedge clk)begin
	if (rst)begin
		state<=idle;
		current_floor<=3'b0;
		open_timer<=3'b0;
	end
	else begin
		state<=n_s;
		case(n_s)
			move_up:current_floor<=current_floor+1;
			move_down:current_floor<=current_floor-1;
			default:current_floor<=current_floor;
		endcase
		if (state==open)
			open_timer<=open_timer+1;
		else open_timer<=3'b0;
	end
end
always @ (*)begin
	n_s=state;
	motor_up=0;
	motor_down=0;
	door_open=0;
	door_close=0;
	case (state)
		idle:begin
			if(req_floor!=current_floor)
				n_s=(req_floor>current_floor)?move_up:move_down;
			else
				n_s=door_open;
		end
		move_up:begin
			motor_up=1;
			if (req_floor==current_floor)
				n_s=open;
			else
				n_s=move_up;
		end
		move_down:begin
			motor_down=1;
			if (req_floor==current_floor)
				n_s=open;
			else
				n_s=move_down;
		end
		open:begin
			door_open=1;
			if(open_timer==3'd4)
				n_s=close;
			else
				n_s=open;
		end
		close:begin
			door_close=1;
			n_s=idle;
		end
	endcase
end
endmodule
--- /design/flow/run.sh ---
#!/bin/bash
# OpenROAD 26Q1-2900-gdf79404cd8, Yosys 0.63+post, stock flow scripts
make -C /OpenROAD-flow-scripts/flow DESIGN_CONFIG=/design/flow/config.mk WORK_HOME=/design/flow/orfs finish
--- /design/flow/config.mk ---
export PLATFORM = sky130hd
export DESIGN_NAME = lift_fsm
export DESIGN_NICKNAME = lift_fsm
export VERILOG_FILES = /design/flow/design.v
export SDC_FILE = /design/flow/constraint.sdc
export NUM_CORES = 4
export LEC_CHECK = 1
export CORE_AREA = 10 10 76 76
export DIE_AREA = 0 0 86 86
--- /design/flow/constraint.sdc ---
current_design lift_fsm

set clk_period 3.2
set clk_io_pct 0.2

create_clock -name clk0 -period $clk_period [get_ports {clk}]

set non_clock_inputs [all_inputs -no_clocks]
set_input_delay [expr $clk_period * $clk_io_pct] -clock clk0 $non_clock_inputs
set_output_delay [expr $clk_period * $clk_io_pct] -clock clk0 [all_outputs]
==> summary.txt <==
Fmax -> 353.5 MHz
Most common cell after layout, fill and taps aside -> sky130_fd_sc_hd__dfxtp_1
Leakage -> 0.0004194 µW
Core Footprint -> 4115 µm²
Detailed Place HPWL -> 1.169 mm
Final setup violation count -> 0
Worst vdd ir -> 0.0002041 V
Post-Synth AOI/OAI Area -> 14.00%
Power spent charging and discharging nets -> 296.3 µW
Slowest Stage Delay on Critical Path -> 0.37 ns
Hold Path Sink -> open_timer[0]
Final Hold Violating Endpoints -> 0
Int Pwr -> 581.9 µW
Most frequent cells in the layout -> sky130_fd_sc_hd__dfxtp_1, sky130_fd_sc_hd__nor2_1, sky130_fd_sc_hd__buf_4, sky130_fd_sc_hd__clkdlybuf4s50_1, sky130_fd_sc_hd__inv_1
Vias in the first global route -> 618
Cells in synth_stat.txt -> 78
Min-Delay Path Class -> reg2reg
Slew at the pin closest to its max-slew limit -> 0.3905 ns
Min-Delay Path Depth -> 1
Design Power -> 878.2 µW
Total antenna diodes in the routed design -> 0
Count of synthesis-stage warnings from yosys -> 1
Worst max-slew margin expressed relative to the limit -> 73.89%
Wire length of the first global-routing pass -> 2.884 mm
Setup skew after layout -> 0.001918 ns
XOR/XNOR Area Share -> 2.513%
Weighted congestion at the end of routability-driven global placement -> 0.8672
Category of the worst setup path launch point -> input port
Count of H-tree levels built during CTS -> 1
Worst hold start -> open_timer[0]
Period utilization -> 88.41%
Pin count of the biggest net entering global routing -> 11
Number of antenna-violating nets in the routed design -> 0
Synthesis-to-finish area growth -> 49.19%
Clock Latency Late Sink -> 0.24 ns
Antenna violations before repair -> 0
Drt wl/cell -> 10.71 µm
Die W -> 86 µm
Slew Viols, Final -> 0
Netlist cell types -> 30
1st-iter DRT viols -> 51
Longest Clk Path Bufs -> 2
Clock-pin slew reported for the worst setup and hold paths after clock tree synthesis -> 0.06 ns
Largest family of logic cells by area -> simple AND/OR/NAND/NOR gates
Std-Cell Rows -> 23
Critical R2R Launch -> state[3]
Share of final-layout standard cells stronger than drive strength 1 -> 30.00%
I/O Pins -> 12
Clock power frac -> 16.5%
Post-synthesis area per instance -> 8.935 µm²
Final TNS setup -> 0 ns
And+or+nand+nor area frac -> 23.88%
Capturing point of the worst reg2reg path -> current_floor[2]
Global-route total usage across every layer -> 4.707%
Crit end category -> register
Number of vias in the routed layout -> 614
Crit path kind -> in2reg
Chip area from the yosys synthesis statistics -> 696.9 µm²
Pre-Repair DR Iteration Count -> 4
Total placed instance area -> 900.9 µm²
Reported max-cap violation count -> 0
Worst slack on hold paths -> 0.4442 ns
Register area share after synthesis -> 37.34%
DRT Wirelength -> 1.606 mm
Gate Count Post-Synth -> 78
Final design instance area without fill -> 1040 µm²
Critical path data arrival time -> 2.96 ns
Clk root buf -> sky130_fd_sc_hd__clkbuf_8
# DRC -> 0
Crit-path cells -> dlymetal6s2s_1 > ha_4 > and3_4 > a221oi_2 > a31o_1 > nand3_2 > fa_2 > or3_4 > a21boi_2 > mux2_4
# fillers -> 421
Part of the power in combinational logic -> 56.5%
Worst-path maximum fanout -> 4
Via density -> 4.093
Number of OpenROAD warnings -> 26
Share of total power consumed by net switching -> 33.74%
Cell area after synthesis -> 696.9 µm²
Flop pwr share -> 27.0%
Clk sink count -> 13
CTS buffer count -> 3
Status -> complete, no violations
Area of the die -> 7396 µm²
Number of synthesized register bits -> 13
Mux share -> 3.232%
Clock tree from TritonCTS -> done
Cell with the biggest individual delay on the critical path -> sky130_fd_sc_hd__or3_4
Leftover overflow at the end of global routing -> 0
Depth of the worst register-to-register path -> 8
Minimum setup slack among reg-to-reg paths -> 0.43 ns
Setup repair after global routing missed its margin -> no
Total power per unit cell area -> 844.6 nW/µm²
Number of input and output port buffers inserted -> 11
FP Util -> 16.94%
Vertical die size -> 86 µm
Clock period minus final worst setup slack -> 2.829 ns
Data required time at the worst endpoint -> 3.33 ns
Synthesized-area fraction occupied by adder cells -> 11.85%
-- through the flow --
step	util (%)	cells	setup WS [ns]
4_1_cts	23.59	148	0.001165
6_report	25.27	150	0.3710
3_3_place_gp	21.89	143	-0.3189
3_5_place_dp	21.89	143	-0.3716
5_1_grt	25.27	150	0.2314
2_1_floorplan	-	78	0.005743
-- routing by layer --
layer	track usage, %	vias up	wire (µm)
met5	0	-	0
li1	-	312	-
met3	2.479	2	173
met4	0.5988	0	17
met1	6.728	283	775
met2	6.220	17	640
-- cell type report --
cell class / instances / area [µm²] / share of cell area (%)
clock buffer: 3 / 41.29 / 3.971
clock inverter: 1 / 5.005 / 0.4813
inverter: 8 / 30.03 / 2.888
multi-input combinational: 55 / 455.4 / 43.80
sequential: 13 / 260.3 / 25.03
tap: 50 / 62.56 / 6.017
timing repair buffer: 20 / 185.2 / 17.81
-- cell usage after synthesis --
library cell                    instances  share of area [%]
sky130_fd_sc_hd__a211o_1                1                1.3
sky130_fd_sc_hd__a211oi_1               1                1.1
sky130_fd_sc_hd__a21boi_2               1                1.6
sky130_fd_sc_hd__a21oi_1                3                2.2
sky130_fd_sc_hd__a221oi_1               2                2.5
sky130_fd_sc_hd__a31o_1                 1                1.3
sky130_fd_sc_hd__a31oi_1                1               0.90
sky130_fd_sc_hd__a31oi_2                1                1.8
sky130_fd_sc_hd__and2_1                 1               0.90
sky130_fd_sc_hd__and3_1                 2                1.8
sky130_fd_sc_hd__buf_6                  1                1.6
sky130_fd_sc_hd__dfxtp_1               13                 37
sky130_fd_sc_hd__dlygate4sd1_1          1                1.3
sky130_fd_sc_hd__fa_1                   1                2.9
sky130_fd_sc_hd__ha_1                   5                9.0
sky130_fd_sc_hd__inv_1                  8                4.3
sky130_fd_sc_hd__mux2_1                 2                3.2
sky130_fd_sc_hd__nand2_1                3                1.6
sky130_fd_sc_hd__nand2b_1               1               0.90
sky130_fd_sc_hd__nand3_1                4                2.9
sky130_fd_sc_hd__nand3b_1               1                1.1
sky130_fd_sc_hd__nand4_1                1               0.90
sky130_fd_sc_hd__nor2_1                10                5.4
sky130_fd_sc_hd__nor3_1                 4                2.9
sky130_fd_sc_hd__o21ai_0                2                1.4
sky130_fd_sc_hd__or2_2                  2                1.8
sky130_fd_sc_hd__or2_4                  1                1.3
sky130_fd_sc_hd__or3_1                  1               0.90
sky130_fd_sc_hd__or4_4                  1                1.6
sky130_fd_sc_hd__xnor2_1                2                2.5
-- worst max-delay path by stage --
stage                              end  cells past startpoint          from  slack [ns]
after CTS             current_floor[2]                     11  req_floor[0]       0.001
after global routing  current_floor[2]                     10  req_floor[2]        0.23
final                 current_floor[2]                     10  req_floor[2]        0.37
-- cells by family (layout without fill, tap and decap cells) --
kind of cell	after synthesis	in the layout
buf+inv	10	32
fa+ha+maj	6	6
compound gates	13	13
simple gates	32	32
flops	13	13
mux	2	2
xor+xnor	2	2
-- critical path, delay by kind of cell --
kind / cells / cell delay [ns]
AND-OR/OR-AND: 3 / 0.61
adder cells (fa/ha/maj): 2 / 0.61
buffers and inverters: 1 / 0.14
multiplexers: 1 / 0.31
AND/OR/NAND/NOR: 3 / 0.65
-- power groups by stage --
stage / registers, µW / logic [µW] / clock network (µW)
CTS: 235 / 447 / 151
global route: 242 / 563 / 159
finish: 237 / 496 / 145
-- repair_timing --
action                     CTS  global route
resized                      5             9
pin swaps                    5             7
hold buffers                 0             0
setup buffers                1             2
setup endpoints to repair    1             1
Power is estimated from default activity; no workload was simulated.
