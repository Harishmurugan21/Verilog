`flow/config.mk`:
```
export PLATFORM = sky130hd
export DESIGN_NAME = traffic_light_controller
export DESIGN_NICKNAME = traffic_light_controller
export VERILOG_FILES = /design/flow/design.v
export SDC_FILE = /design/flow/constraint.sdc
export NUM_CORES = 4
export LEC_CHECK = 1
export CORE_AREA = 10 10 70 70
export DIE_AREA = 0 0 80 80
```
`flow/design.v`:
```
module traffic_light_controller(input clk,rst,output g_light,o_light,r_light);
parameter [1:0]  green =0,orange=1,red=2;
parameter g_time=10'd20,
o_time=10'd5,
r_time=10'd10;
reg[1:0] state,n_s;
reg [10:0] counter ;
wire zero_flag;
always @ (posedge clk)begin
	if (rst) begin
		state<=green;
		counter<=g_time;
	end
	else begin
		state<=n_s;
	 	if (counter!=0)
			counter<=counter-1;
		else begin
			case(state)
				green:counter=o_time;
				orange:counter=r_time;
				red:counter=g_time;
			endcase
		end
	end
end
always @ (*) begin
	n_s=state;
	case(state)
		green:begin
			if(counter==0)
				n_s=orange;
		end
		orange:begin
                        if (counter==0)
				n_s=red;
			else
				n_s=orange;
		end
		red:begin
                        if (counter==0)
				n_s=green;
			else
				n_s=red;
		end
	endcase
end
assign g_light =(state== green);
assign o_light =(state==orange);
assign r_light =(state==red);
endmodule
```
`flow/run.sh`:
```
#!/bin/bash
# OpenROAD 26Q1-2900-gdf79404cd8, Yosys 0.63+post, stock flow scripts
make -C /OpenROAD-flow-scripts/flow DESIGN_CONFIG=/design/flow/config.mk WORK_HOME=/design/flow/orfs finish
```
`flow/constraint.sdc`:
```
current_design traffic_light_controller

set clk_period 3.6
set clk_io_pct 0.2

create_clock -name clk0 -period $clk_period [get_ports {clk}]

set non_clock_inputs [all_inputs -no_clocks]
set_input_delay [expr $clk_period * $clk_io_pct] -clock clk0 $non_clock_inputs
set_output_delay [expr $clk_period * $clk_io_pct] -clock clk0 [all_outputs]
```
==> flow_summary.ini <==
; flow metrics
[status]
outcome = finished clean

[global_route]
grt_pass1_wl_um = 2690
antenna_found_initial = 0
grt_start_max_net_pins = 15
grt_usage = 0.0505
grt_overflow_total = 0
grt_pass1_vias = 594

[floorplan]
die_w_um = 80
die_y_um = 80
die_area_um2 = 6400
num_io_pins = 5
fp_util = 0.221
rows = 21
core_um2 = 3420

[synth]
seq_area_frac_synth = 0.372
yosysTopAreaCell = dfxtp_1
area_leaders = dfxtp_1 37%, o31ai_1 6.0%, ha_1 3.3%
top_cell_area_share = 0.372
syn_avg_cell_area_um2 = 9.07
ys.warnings.count = 1
yosys-stat-cells = 83
ys.flops = 14
synthCells = 83
yosysChipArea_um2 = 753
netlist_area_um2 = 753
ys_types = 36

[final_timing]
tns_ps = 0
tightest_slew_ps = 704
slew_headroom = 0.526
setup_viol = 0
max_freq_mhz = 494
period_minus_slack_ps = 2020
post-route-period-util = 0.562
skew_ps = 3.26
final_max_slew_viol_count = 0
grt_setup_unrepaired = no
hold_viol_final = 0

[worst_setup_path]
crit_slowest_cell = nor4b_1
arrival_ps = 2190
path_cells = inv_1 -> ha_1 -> nor4b_1 -> nand3_1 -> o311a_1
startpoint_type = flop
worst_ep_required_time_ps = 3770
cp_max_fo = 5
worstSetupPathType = flop to flop
cp-end-kind = flop
max_stage_delay_ps = 570

[clocking]
post-cts-setup-buffers = 0
clk_pin_slew_worst_paths_ps = 80
clkSinkCount = 14
cts_resized = 0
hold_buffers = 0
cts_tree = done
cts-root-buf = clkbuf_4
worst_skew_pair.late_latency_ps = 280
cts_max_level = 1
cts.path.max_buffers = 2
cts_buffers = 3

[route]
wl_per_cell_um = 12.5
drt_wl_total_um = 1650
drt_first_pass_iters = 4
vias = 673
antennaDiodeCount = 0
viasPerCell = 5.10
post-route-drc-count = 0
drtAntennaViolNets = 0
drtIter0Drc = 59

[hold_path]
min_path_type = flop to flop

[finish]
post-route-util = 0.251
instances_no_fill = 132
lay_top_cells = 14 x dfxtp_1, 6 x nor2_1, 6 x o31ai_1
final_common_cell = dfxtp_1
seq_area_um2 = 280
syn_to_final_growth_pct = 13.8
comb_area_um2 = 445
num-fill-cells = 374
layout-drive-gt1-share = 0.116

[job]
drv_cap = 0
tool_warnings = 26

[power]
power_density_nw_per_um2 = 434
peakVddDrop_uv = 85.0
power_uw = 372
p_leak_uw = 0.000271

[place]
gp_congestion = 0.832
hpwlAfterDp_um = 1190
placedCellCount = 129
port_buffers = 4
## cells by family (layout without fill, tap and decap cells)
family / count (synthesis) / in the layout / synth area share
simple gates: 31 / 31 / 0.269
compound gates: 26 / 26 / 0.249
flops: 14 / 14 / 0.372
buf+inv: 7 / 10 / 0.0365
fa+ha+maj: 2 / 2 / 0.0332
mux: 2 / 2 / 0.0282
xor+xnor: 1 / 1 / 0.0116
## report_power, final
group / switching, uW / internal [uW] / total (uW)
Clock: 47.5 / 38.8 / 86.3
Combinational: 55.7 / 41.0 / 96.8
Sequential: 20.1 / 169 / 189
## per-stage QoR
step                      area [um^2]  setup slack [ps]  hold WS (ps)
final                             857              1580           522
after global routing              857              1480           576
after CTS                         857              1600           524
after detailed placement          835              1440           510
after global placement            835              1470           498
after floorplan                   753              1920           478
## routing by layer
layer | GRT usage | up-vias | share of wire
met5 | 0 | - | 0
met1 | 0.0711 | 310 | 0.48
met3 | 0.0227 | 2 | 0.11
li1 | - | 339 | -
met2 | 0.0714 | 22 | 0.41
met4 | 0.00528 | 0 | 0.0055
## worst max-delay path, delay by kind of cell (launching register included)
kind,cells,cell delay (ps)
AND/OR/NAND/NOR,2,870
adder cells (fa/ha/maj),1,200
buffers and inverters,1,90
flip-flops,1,350
AND-OR/OR-AND,1,400
## cells in the mapped netlist
cell type	count
mux2_2	1
nand4_1	2
o21a_1	1
nor2_1	6
o21ai_0	2
or4_4	2
nand3_1	1
inv_1	3
buf_2	1
o211ai_1	2
or2_2	3
nand2_1	1
o41ai_1	2
mux2i_1	1
nor4b_1	1
a311oi_1	1
nand2b_1	1
or3_1	2
o31ai_1	6
a31oi_1	2
xor2_1	1
ha_1	2
a21oi_1	2
nor3_1	2
or4b_1	2
nor3_2	1
dfxtp_1	14
o311ai_0	2
clkbuf_1	3
o21ai_1	2
or4_1	3
o311a_1	1
nor4_1	3
a32oi_1	1
a211oi_1	2
or3b_1	1
## area by class of cell
class                      count  share of cell area
tap                           46              0.0672
sequential                    14               0.327
clock buffer                   3              0.0263
multi-input combinational     62               0.520
timing repair buffer           4              0.0467
inverter                       3              0.0131
## final timing paths
kind	startpoint	endpoint	slack, ps	cells after the start
hold reg to reg	counter[7]$_SDFFE_PP0P_	counter[7]$_SDFFE_PP0P_	520	2
setup reg to reg	counter[0]$_SDFFE_PP0P_	counter[1]$_SDFFE_PP0P_	1580	5
hold / removal	counter[7]$_SDFFE_PP0P_	counter[7]$_SDFFE_PP0P_	520	2
setup / recovery	counter[0]$_SDFFE_PP0P_	counter[1]$_SDFFE_PP0P_	1580	5
## registers in the layout, indices dropped and copies added, names as in the netlist
name     count
counter     11
state        3
