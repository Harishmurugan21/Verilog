**./run.sh**
```bash
#!/bin/bash
# OpenROAD 26Q1-2900-gdf79404cd8, Yosys 0.63+post, stock flow scripts
make -C /OpenROAD-flow-scripts/flow DESIGN_CONFIG=/design/flow/config.mk WORK_HOME=/design/flow/orfs finish
```
**./config.mk**
```make
export PLATFORM = sky130hd
export DESIGN_NAME = sync_updown_4bit
export DESIGN_NICKNAME = sync_updown_4bit
export VERILOG_FILES = /design/flow/design.v
export SDC_FILE = /design/flow/constraint.sdc
export NUM_CORES = 4
export LEC_CHECK = 1
export CORE_AREA = 10 10 70 70
export DIE_AREA = 0 0 80 80
```
**./constraint.sdc**
```tcl
current_design sync_updown_4bit

set clk_period 2.1
set clk_io_pct 0.2

create_clock -name clk0 -period $clk_period [get_ports {clk}]

set non_clock_inputs [all_inputs -no_clocks]
set_input_delay [expr $clk_period * $clk_io_pct] -clock clk0 $non_clock_inputs
set_output_delay [expr $clk_period * $clk_io_pct] -clock clk0 [all_outputs]
```
**./design.v**
```verilog
module sync_updown_4bit #(parameter n=4)
(input clk,rst,control,output reg [n-1:0]q);
always @ (posedge clk or posedge rst )
begin
	if(rst)
		q<=0;
	else 
		if (control)
			q<=q+1;
		else
			q<=q-1;
end
endmodule
```
==> flow_summary.toml <==
# flow metrics
[status]
status = "completed"

[die]
die_w_um = 80
io_pins = 7
core_um2 = 3420
fp-row-count = 21
die_h_um = 80
fp_util_pct = 5.82
die_area_um2 = 6400

[place]
pre_cts_ws_ns = 0.239
io_buffers = 6
gp_congestion = 0.734

[drt]
drc = 0
vias_per_cell = 1.94
avgRoutedWirePerCell_um = 6.73
insertedDiodeCount = 0
routed-via-count = 136
firstDrtPassIters = 2
antenna_left = 0
drt_iter0_markers = 5
totalWireLength_um = 471

[final_layout]
post-route-util_pct = 9.93
lay_top_cells = "6 x clkdlybuf4s50_1, 4 x dfrtp_1, 3 x inv_1, 3 x clkbuf_4"
largestRegisters = "q x4"
area_growth_pct = 70.4
top_register = "q"
drive_above_1_share_pct = 16.7
num-fill-cells = 406
largest_register_ffs = 4
layout.cells.most_common = "clkdlybuf4s50_1"

[yosys]
syn_area_um2 = 199
synth_top_area_share_pct = 50.3
ys_cells = 15
synth_flop_count = 4
area_leaders = "dfrtp_1 50%, ha_1 13%, fa_1 10%"
ys_types = 8
yosysTopAreaCell = "dfrtp_1"
ys_seq_share_pct = 50.3
synthCells = 15
syn_avg_cell_area_um2 = 13.3
ys_warn_count = 1
synth_chip_area_um2 = 199

[clocking]
cts_tree = "built"
path_clk_slew_ns = 0.04
clock-sinks = 4
clock_latency_ns = 0.24
postCtsHoldBufs = 0
cts.repair.resized = 0
cts_setup_buffers = 0
cts-root-buf = "clkbuf_4"
cts_buffer_depth = 2
numCtsBuffers = 3
htree_levels = 1

[timing]
finalHoldViolations = 0
setup_tns_ns = 0
slew_headroom_pct = 87.9
maxSlewViolCount = 0
layout_setup_ws_ns = 0.457
fmax_mhz = 609
clock_skew_ns = 0.000739
finalCritPeriodShare_pct = 78.2
min_period_ns = 1.64
rsz0062_at_grt = "no"
worstMarginPinSlew_ns = 0.180
setup_viol = 0

[global_routing]
antenna_found_initial = 0
track_usage_pct = 1.77
gr-usage-met2_pct = 1.61
grt_overflow_total = 0
grt-busiest-layer = "met3"
grt_pass1_vias = 164
met1_usage_pct = 1.88
use_met3_pct = 2.84
grt_pass1_wl_um = 814
grt_max_degree = 5

[power_and_ir_drop]
ir_drop_mv = 0.159
p_seq_share_pct = 34.7
power_uw = 381
powerDensity_nw_per_um2 = 1120
p_int_uw = 275
pwr-share-clk_pct = 25.0
power_frac_comb_pct = 40.3
power.leakage_nw = 0.141
swShare_pct = 27.8
p_sw_uw = 106

[worst_setup_path]
reg2reg_from = "q[1]"
critPathMaxFanout = 3
arrival_ns = 1.80
cp.required_ns = 2.26
worst_setup_path_start_kind = "input port"
r2r_cells = 4
regToRegSetupSlack_ns = 0.85
worst-setup-path-type = "input port to flip-flop"
cp_top_family = "buffers and inverters"
end_kind = "flip-flop"
critPathBufInv = 2
timing.rr.end = "q[3]"
cp_slowest_cell = "clkdlybuf4s50_1"
slowest_delay_ns = 0.50
path_cells = "clkdlybuf4s50_1 -> inv_1 -> ha_1 -> a21o_1 -> a21oi_2 -> xnor2_1"

[hold_path]
hp-class = "input port to async pin"

[run]
warnings = 25
max-cap-violations = 0
[power groups by stage]
| stage | registers [mW] | clock network (mW) | logic [mW] |
|---|---|---|---|
| after global routing | 0.140 | 0.108 | 0.171 |
| final | 0.132 | 0.0952 | 0.153 |
| after CTS | 0.133 | 0.0999 | 0.156 |
[synthesized netlist by cell type, drive strengths merged]
master  number
ha           2
a21oi        1
a21o         1
inv          3
xnor2        2
fa           1
xor2         1
dfrtp        4
[how the worst max path moves through the flow]
stage,start,endpoint,slack [ns],depth (start not counted)
finish,control,q[3],0.46,6
CTS,control,q[3],0.48,6
global route,control,q[3],0.38,6
[worst reg2reg max path, delay by kind of cell, from the launching register on]
kind                       cells  cell delay [ns]
DFF                            1             0.40
AOI/OAI and AO/OA              2             0.35
adders and majority gates      1             0.30
xor gates and xnor gates       1             0.12
[per-stage QoR]
| step | hold WS [ns] | cells | instance area, um^2 |
|---|---|---|---|
| after CTS | 0.380 | 70 | 339 |
| final | 0.386 | 70 | 339 |
| after global routing | 0.400 | 70 | 339 |
| after detailed placement | 0.510 | 67 | 317 |
| after global placement | 0.492 | 67 | 317 |
| after floorplan | 0.186 | 15 | 199 |
[per-layer routing]
layer	routed length (um)	vias to the layer above
li1	-	65
met2	129	9
met1	194	59
met4	10	0
met3	135	3
met5	0	-
[kinds of logic (layout without fill, tap and decap cells)]
group / after synthesis / after routing / share of synthesized area [%]
xor gates and xnor gates: 3 / 3 / 13.2
adders and majority gates: 3 / 3 / 22.6
AOI/OAI and AO/OA: 2 / 2 / 8.18
DFF: 4 / 4 / 50.3
buffers and inverters: 3 / 12 / 5.66
[area by class of cell]
class,count,area (um^2),area share [%]
Sequential cell,4,100,29.5
Multi-Input combinational cell,8,87.6,25.8
Timing Repair Buffer,6,60.1,17.7
Tap cell,46,57.6,17.0
Clock buffer,3,22.5,6.64
Inverter,3,11.3,3.32
Power figures rest on the tool's default switching activity, not on a simulated workload.
